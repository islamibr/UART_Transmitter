==> /design/flow/config.mk <==
export PLATFORM = sky130hd
export DESIGN_NAME = uart_tx
export DESIGN_NICKNAME = uart_tx
export VERILOG_FILES = /design/flow/design.v
export SDC_FILE = /design/flow/constraint.sdc
export NUM_CORES = 4
export LEC_CHECK = 1
export CORE_UTILIZATION = 50
==> /design/flow/constraint.sdc <==
current_design uart_tx

set clk_period 2.8
set clk_io_pct 0.2

create_clock -name clk0 -period $clk_period [get_ports {clock}]

set non_clock_inputs [all_inputs -no_clocks]
set_input_delay [expr $clk_period * $clk_io_pct] -clock clk0 $non_clock_inputs
set_output_delay [expr $clk_period * $clk_io_pct] -clock clk0 [all_outputs]
==> /design/flow/design.v <==
module baud_gen(
    input rst,
    input clock,
    input [1:0] baud_rate,
    output reg baud_out
);
    reg [31:0] counter;
    reg [31:0] threshold;
    always @(posedge clock or posedge rst) begin
        if (rst) begin
            counter <= 0;
            baud_out <= 0;
        end else begin
            if (counter >= threshold) begin
                counter <= 0;
                baud_out <= ~baud_out;
            end else begin
                counter <= counter + 1;
            end
        end
    end
    always @(*) begin
        case (baud_rate)
            2'b00: threshold = 16'd1301;   
            2'b01: threshold = 16'd650;   
            2'b10: threshold = 16'd325;    
            2'b11: threshold = 16'd162;    
            default: threshold = 16'd325;  
        endcase
    end
endmodule
module frame_gen (
    input  wire        rst,
    input  wire [7:0]  data_in,
    input  wire        parity_out,
    input  wire [1:0]  parity_type,
    input  wire        stop_bits,
    input  wire        data_length,
    output reg [10:0]  frame_out
);
reg [7:0] data;
reg parity;
always @(*) begin
 if (rst) begin
   frame_out = 11'd0;
 end
 else begin
 data = (data_length) ? data_in [7:0] : data_in [6:0];
 parity = (parity_type== 2'b11) ? 1'b0        : parity_out; 
 frame_out = (stop_bits && !data_length)? {1'b0, data , parity , 1'b1, 1'b1 } : {1'b0, data , parity , 1'b1 };
 end  
 end
endmodule
module parity #(parameter integer width = 8)(
input  wire             rst,
input  wire [width-1:0] data_in,
input  wire [1:0]       parity_type,
output reg              parity_out
);
always@(*)
begin  
  if(rst)
     parity_out = 1'b0;
  else
    begin
      case(parity_type)
        2'b00   : parity_out =  1'b0;         
        2'b01   : parity_out = ~(^data_in);   
        2'b10   : parity_out =  (^data_in);   
        2'b11   : parity_out = ~(^data_in);   
        default : parity_out =  1'b0;
      endcase
    end 
end
endmodule
module piso (
input wire       rst,
input wire [10:0]frame_out,
input wire [1:0] parity_type,
input wire       stop_bits,
input wire       data_length,
input wire       send,
input wire       baud_out,
output reg       data_out,
output reg       p_parity_out,
output reg       tx_active,
output reg       tx_done
);
reg [10:0] shift_reg;
reg [3:0]  count;
reg        sending;
 always @(posedge baud_out or posedge rst)
    begin
        if (rst) begin
            shift_reg    <= 11'b0;
            count        <= 4'b0;
			sending      <= 1'b0;
            data_out     <= 1'b1;  
            p_parity_out <= 1'b0;
            tx_active    <= 1'b0;
            tx_done      <= 1'b0;
        end 
        else if (send && !sending)  
            begin
            shift_reg <= frame_out;
            count     <= (stop_bits) ? (data_length ? 4'd10 : 4'd9) : (data_length ? 4'd9 : 4'd8);
            tx_active <= 1'b1;
            tx_done   <= 1'b0;
            sending   <= 1'b1;
        end
        else if (sending)
            begin
             data_out  <= shift_reg[10];
             shift_reg <= shift_reg << 1;
             count     <= count - 1;
             if (count == 0)
               begin
                 tx_active <= 1'b0;
                 tx_done   <= 1'b1;
                 sending   <= 1'b0;
               end
            end 
        else
		    begin
            tx_done <= 1'b0;
			end
    end
 always @(posedge baud_out or posedge rst)
    begin
        if (rst)
    	  begin
            p_parity_out <= 1'b0;
          end
		else if (parity_type == 2'b11 && send && !sending) 
		  begin
            p_parity_out <= ^frame_out[8:1];  
          end
    end
endmodule
module uart_tx(
    input        clock, rst, send,
    input [1:0]  baud_rate,
    input [7:0]  data_in, 
    input [1:0]  parity_type,  
    input        stop_bits,    
    input        data_length,  
    output       data_out,     
    output       p_parity_out, 
    output       tx_active,    
    output       tx_done       
);
    wire parity_out, baud_out;
    wire [10:0] frame_out;
    parity parity_gen1 (
        .rst(rst),
        .data_in(data_in),
        .parity_type(parity_type),
        .parity_out(parity_out)
    );
    frame_gen frame_gen1 (
        .rst(rst),
        .data_in(data_in),
        .parity_out(parity_out),
        .parity_type(parity_type),
        .stop_bits(stop_bits),
        .data_length(data_length),
        .frame_out(frame_out)
    );
    baud_gen baud_gen1 (
        .clock(clock),
        .rst(rst),
        .baud_rate(baud_rate),
        .baud_out(baud_out)
    );
    piso shift_reg1 (
        .rst(rst),
        .frame_out(frame_out),
        .parity_type(parity_type),
        .stop_bits(stop_bits),
        .data_length(data_length),
        .send(send),
        .baud_out(baud_out),
        .data_out(data_out),
        .p_parity_out(p_parity_out),
        .tx_active(tx_active),
        .tx_done(tx_done)
    );
endmodule
==> /design/flow/run.sh <==
#!/bin/bash
# OpenROAD 26Q1-2900-gdf79404cd8, Yosys 0.63+post, stock flow scripts
make -C /OpenROAD-flow-scripts/flow DESIGN_CONFIG=/design/flow/config.mk WORK_HOME=/design/flow/orfs finish
==> changes_impl.md <==
## Implementation

- Status: finished, final reports clean
- Post-layout util: 0.614
- Hold-fix buffers, CTS: 0
- Basic Gates by Area: 0.151
- Final Hold Violation Tally: 0
- Yosys chip area: 2500 um^2
- Pwr dens: 325 nW/um^2
- Area leader share: 0.511
- FP Util: 0.526
- Period Utilization, post-route: 0.876
- Die height: 72.7 um
- Clock root cell: clkbuf_8
- N_diodes: 0
- Row Count: 25
- Most numerous cell in the Yosys netlist: dfrtp_1
- Clk latency late pin: 0.28 ns
- Register share of total power: 0.522
- Synth warnings: 6
- Worst IR Drop VDD: 0.423 mV
- Unique cell types: 43
- Drt initial violations: 48
- Final min period: 2.45 ns
- WL met3: 151 um
- Max-cap viol count: 0
- Clock network power share: 0.354
- Port Buffers: 19
- Switching share of power: 0.244
- Worst slew margin: 0.536
- Leakage: 1.27 nW
- Asr flop ratio synth: 1.00
- Synth flops: 52
- XORs/XNORs by Area: 0.0666
- Synth cell count leaders: dfrtp_1 (51), nor2_1 (25), a21oi_1 (19)
- Synth Flop Type: dfrtp_1
- Setup CP Type: primary input to register
- Core area: 4750 um^2
- Cell type with the largest total area: dfrtp_1
- First-pass GRT wire length: 7270 um
- Final-layout fill cell count: 416
- Longest Clk Path Bufs: 2
- Max Used Layer: met4
- Yosys Instances: 237
- Die area: 5290 um^2
- RSZ-0062 raised after global routing: no
- FMAX: 408 MHz
- Slew @ Worst Pin: 0.694 ns
- Reg area: 1300 um^2
- Initial antenna violation count: 0
- CTS Buf Count: 5
- Number of global-route vias before repair: 1670
- Count of final setup violators: 0
- Post-route ant nets: 0
- Critical path arrival: 2.66 ns
- Cell Area, Synth: 2500 um^2
- Top cells by area: dfrtp_1 (51%), ha_1 (8.0%), xnor2_1 (4.2%)
- Resize count post-CTS: 0
- Final worst slack: 0.347 ns
- Slew Viols, Final: 0
- GRT overflow: 0
- Met1 Wirelength: 1910 um
- P&R area growth vs syn: 16.7%
- Via count: 1690
- Initial DRT Pass Iterations: 2
- Comb power frac: 0.124
- Total Wirelength: 3990 um
- Pre-CTS setup slack: 0.0759 ns
- EDFF count, synth: 0
- Post-synthesis compound-gate area fraction: 0.0986
- Logic family by area: simple AND/OR/NAND/NOR gates
- Post-CTS setup buffer count: 0
- Yosys adder share: 0.0801
- Hpwl dp: 2970 um
- Placed Instances: 338
- Int Pwr: 0.718 mW
- Horiz. Die Dim: 72.7 um
- WL per Instance: 11.5 um
- Post-Syn Instances: 237
- Tot Pwr: 0.949 mW
- DRC violations left: 0
- Vias/cell: 4.88
- Worst-path clk slew: 0.06 ns
- CP endpoint kind: register
- Combinational Area: 1160 um^2
- Setup TNS after final layout: 0 ns
- Register pins left without a clock: 19
- Placed Area: 2830 um^2
- Metal2 WL: 1900 um
- Final std cells w/o fill: 346
- P_sw: 0.232 mW
- Io pins: 21
- Largest register FFs: 32
- Mux share: 0.0365
- Worst EP required: 3.01 ns
- Final setup skew: 0.00661 ns
- Crit-path max FO: 12
- Design area: 2920 um^2
- Log Warnings: 28
- Hold Path Class: register to register
- Endpoints left unconstrained: 22
- Startpoint Class: primary input
- Pin count of the biggest net entering global routing: 35
- GRT Total Usage: 0.182
- Hold WS: 0.542 ns
- Syn avg cell area: 10.5 um^2
- H-tree levels: 2
- Final Wtd Congestion: 0.779
- Post-synth seq share: 0.521
- Layout cells sized above 1: 0.0681
- CTS tree: built
[layer usage]
| metal | GRT usage | up-vias |
|---|---|---|
| met5 | 0 | - |
| met4 | 0.0196 | 0 |
| met3 | 0.0252 | 2 |
| met2 | 0.308 | 19 |
| met1 | 0.274 | 799 |
| li1 | - | 870 |
[power groups by stage]
stage / clock [mW] / combinational [mW] / sequential [mW]
finish: 0.336 / 0.118 / 0.495
global route: 0.367 / 0.134 / 0.496
CTS: 0.352 / 0.121 / 0.495
[final timing paths]
path | startpoint | endpoint | slack, ns | cells after the start
setup / recovery | baud_rate[1] | baud_gen1.counter[2]$_DFF_PP0_ | 0.35 | 9
max in group asynchronous | rst | baud_gen1.counter[21]$_DFF_PP0_ | 1.60 | 2
min in group asynchronous | rst | baud_gen1.baud_out$_DFFE_PP0P_ | 0.77 | 2
hold / removal | baud_gen1.counter[0]$_DFF_PP0_ | baud_gen1.counter[0]$_DFF_PP0_ | 0.54 | 1
setup reg to reg | baud_gen1.counter[0]$_DFF_PP0_ | baud_gen1.counter[2]$_DFF_PP0_ | 0.97 | 8
hold reg to reg | baud_gen1.counter[0]$_DFF_PP0_ | baud_gen1.counter[0]$_DFF_PP0_ | 0.54 | 1
[worst max-delay path, stage by stage]
cell and delay, ns:
clkdlybuf4s50_1 0.48, or2_2 0.32, ha_1 0.31, a211oi_1 0.25
nand3_1 0.10, nor3_1 0.22, o31ai_2 0.12, buf_4 0.19
nor2_1 0.11
[area by class of cell]
type	instances	share of cell area
clock buffer	5	0.0236
clock inverter	3	0.00600
inverter	17	0.0219
multi-input combinational	179	0.398
sequential	52	0.446
tap	67	0.0287
timing repair buffer	23	0.0755
[layout by cell type (no fill, tap or decap), drive strengths merged, types with 2 or more instances in the layout]
cell and n:
nor3 3, nand2 11, nor2b 6, inv 17, buf 4, nor2 25, conb 21, nand3 7
clkdlybuf4s50 19, mux2i 8, o31ai 2, o21ai 3, xnor2 12, ha 16, nand4 4, nand4b 2
xor2 7, dfrtp 51, o22ai 6, a211oi 2, clkinv 2, nor4 6, nand2b 5, clkbuf 5
a21oi 19
[kinds of logic after synthesis]
logic type / count (synthesis)
compound gates: 40
buf+inv: 26
fa+ha+maj: 16
other cells: 1
xor+xnor: 19
flops: 52
mux: 9
simple gates: 74
Power figures rest on the tool's default switching activity, not on a simulated workload.
